**design/flow/design.v**
```verilog
`timescale 1ns / 1ps
module ram(clk,data,read,address,cs_ram,ready_ram);
parameter data_width=4;
parameter address_width=4;
parameter memory_depth=16;  
inout  [data_width-1:0]data;
input[address_width-1:0] address;
input cs_ram,read,clk ;
output reg ready_ram ;
reg [data_width-1:0] RAM[memory_depth-1:0];
reg [data_width-1:0] data_1;
integer state=0;
always@(posedge clk)
begin
case(state)
0: begin
if(cs_ram)
state=1;
else
state=0;
end
1:begin
if(~read) 
state=2;
else 
state=3;
end
2:state=0;
3:state=0;
endcase
end
always@(state)
case(state)
0:begin
ready_ram=1;
data_1=16'bZ;
end
1:ready_ram=0;
2:begin
RAM[address[13:0]]=data;
ready_ram=1;
end
3:begin
data_1=RAM[address[13:0]];
ready_ram=1;
end
endcase
assign data=(cs_ram&read)?data_1:16'bZ;
endmodule
```
**design/flow/run.sh**
```bash
#!/bin/bash
# OpenROAD 26Q1-2900-gdf79404cd8, Yosys 0.63+post, stock flow scripts
make -C /OpenROAD-flow-scripts/flow DESIGN_CONFIG=/design/flow/config.mk WORK_HOME=/design/flow/orfs finish
```
**design/flow/config.mk**
```make
export PLATFORM = sky130hd
export DESIGN_NAME = ram
export DESIGN_NICKNAME = ram
export VERILOG_FILES = /design/flow/design.v
export SDC_FILE = /design/flow/constraint.sdc
export NUM_CORES = 4
export LEC_CHECK = 1
export CORE_UTILIZATION = 40
```
**design/flow/constraint.sdc**
```tcl
current_design ram

set clk_period 2.1
set clk_io_pct 0.2

create_clock -name clk0 -period $clk_period [get_ports {clk}]

set non_clock_inputs [all_inputs -no_clocks]
set_input_delay [expr $clk_period * $clk_io_pct] -clock clk0 $non_clock_inputs
set_output_delay [expr $clk_period * $clk_io_pct] -clock clk0 [all_outputs]
```
==> flow_summary.json <==
{
  "status": "complete, no violations",
  "cts_hold_buffers": 0,
  "yosys_warnings": 70,
  "port-buffer-count": 7,
  "setup_violations": 0,
  "h-tree-depth": 1,
  "top_area_frac": 0.521,
  "crit_arrival_ps": 1290,
  "fmax_mhz": 583,
  "period_minus_slack_ps": 1710,
  "untimed_endpoints": 73,
  "io_pins": 12,
  "grt_max_degree": 32,
  "swShare": 0.331,
  "fillCellCount": 479,
  "worstPathCellList": "ha_4 -> inv_2 -> dlxtn_2 -> dlymetal6s2s_1",
  "clk_latency_ps": 210,
  "synth_cell_type_count": 40,
  "first_pass_iters": 4,
  "fin_crit_sh": 0.816,
  "dieHeight_microns": 72.7,
  "coreArea_sq_um": 4750,
  "syn_inst": 207,
  "required_ps": 1680,
  "final_cells": 273,
  "flop_cell": "dlxtn_1",
  "cts_buffers": 3,
  "p_per_area_nw_per_um2": 567,
  "drv_cap": 0,
  "yosys_area_sq_um": 2000,
  "tns_ps": 0,
  "ys.flops": 71,
  "syn_to_final_growth_pct": 7.96,
  "grt_pass1_vias": 1345,
  "cts_tree": "done",
  "place_inst": 270,
  "rsz0062_at_grt": "false",
  "grtUsageTotal": 0.179,
  "utilization": 0.453,
  "log.warning_count": 28,
  "drc": 0,
  "yosys_cells": 207,
  "dp_slack_ps": 172,
  "power_mw": 1.22,
  "chipWidth_microns": 72.7,
  "clockPowerShare": 0.122,
  "synthArstFlopShare": 0,
  "antenna_found_initial": 0,
  "end_kind": "output pin",
  "vias": 1425,
  "initCoreUtil": 0.420,
  "skew_ps": 3.39,
  "power_frac_comb": 0.316,
  "edf_count": 2,
  "cts_setup_buffers": 0,
  "post_drt_via_cell_ratio": 5.22,
  "synth_area_sq_um": 2000,
  "p_int_mw": 0.818,
  "drive_above_1_share": 0.0874,
  "num_rows": 25,
  "path_clk_slew_ps": 30,
  "clockBufferDepth": 2,
  "top_area_cell": "dlxtn_1",
  "p_sw_mw": 0.405,
  "routedWlPerCell_microns": 15.3,
  "worst-slew-pin-transition_ps": 773,
  "postSynthAreaPerCell_sq_um": 9.65,
  "fin_ws_ps": 386,
  "unclocked_pins": 69,
  "p_leak_nw": 0.913,
  "hold_path.class": "reg2reg",
  "critical-path-slowest-cell": "edfxtp_1",
  "grt_pass1_wl_mm": 6.95,
  "crit_path_max_incr_delay_ps": 440,
  "p_seq_frac": 0.562,
  "num_antenna_cells": 0,
  "critPathKind": "reg2out",
  "dpl.hpwl_mm": 3.01,
  "drtAntennaViolNets": 0,
  "routed_wl_mm": 4.18,
  "overflow": 0,
  "maxSlewViolCount": 0,
  "hold_viol": 0,
  "crit_fanout": 3,
  "place_congestion": 0.939,
  "chipArea_sq_um": 5280,
  "top_cells_by_area": "dlxtn_1, nand3b_1, nor2b_1",
  "ctsRootBufferMaster": "clkbuf_8",
  "worstSetupStartpointType": "flop",
  "relSlewSlack": 0.483,
  "first_iter_violations": 97,
  "peakVddDrop_mv": 0.251
}
cells by family after synthesis:
| group | after synthesis | share of synthesized area |
|---|---|---|
| and+or+nand+nor | 72 | 0.199 |
| latches | 69 | 0.521 |
| AOI/OAI and AO/OA | 32 | 0.119 |
| buffers and inverters | 18 | 0.0451 |
| muxes | 9 | 0.0608 |
| adders and majority gates | 4 | 0.0251 |
| DFF | 2 | 0.0301 |
| other | 1 | 0.00188 |
state kept, by name (all words and copies together), names as in the netlist:
register and count:
RAM 64, data 4, ready_ram 1, state 2
path summary, 6_finish.rpt:
check | start | endpoint | slack (ps) | depth (start not counted)
worst max register to register | state[0] | state[0] | 990 | 4
worst max-delay path | state[0] | ready_ram | 390 | 4
worst min-delay path | state[0] | state[1] | 680 | 1
worst min register to register | state[0] | state[1] | 680 | 1
Yosys cell counts (3+ instances only):
cell and number:
dlxtn_1 69, nand2_1 16, nand3_1 12, nand3b_1 10, nor2b_1 10, nor2_1 8
a21oi_1 7, buf_2 6, and3_1 5, clkbuf_1 5, mux2_2 5, o21ai_0 5
ha_1 4, inv_1 4, a222oi_1 3, a22o_1 3, a31oi_1 3
worst max-delay path, delay by kind of cell, from the launching register on:
| kind | cells | cell delay, ps |
|---|---|---|
| adders and majority gates | 1 | 200 |
| buffers and inverters | 2 | 130 |
| DFF | 1 | 440 |
| latches | 1 | 320 |
metal layers:
layer | track usage | wire, microns | vias to the layer above
li1 | - | - | 722
met1 | 0.315 | 2170 | 673
met2 | 0.269 | 1870 | 30
met3 | 0.0126 | 135 | 0
met4 | 0.00218 | 0 | 0
met5 | 0 | 0 | -
cell usage in the layout (no fill, tap or decap), types with 2 or more instances in the layout:
| cell | n |
|---|---|
| a211oi_1 | 2 |
| a21oi_1 | 7 |
| a222oi_1 | 3 |
| a22o_1 | 3 |
| a311o_1 | 2 |
| a31oi_1 | 3 |
| and2_1 | 2 |
| and3_1 | 5 |
| buf_4 | 3 |
| clkbuf_8 | 3 |
| clkdlybuf4s50_1 | 6 |
| dlxtn_1 | 68 |
| edfxtp_1 | 2 |
| ha_1 | 3 |
| inv_1 | 3 |
| mux2_2 | 5 |
| mux2i_1 | 2 |
| mux4_2 | 2 |
| nand2_1 | 16 |
| nand2b_1 | 2 |
| nand3_1 | 12 |
| nand3b_1 | 10 |
| nor2_1 | 8 |
| nor2b_1 | 10 |
| nor3_1 | 2 |
| o21ai_0 | 5 |
what timing repair did:
| action | 4_1_cts | 5_1_grt |
|---|---|---|
| setup endpoints to repair | 1 | 1 |
| endpoints found under the hold margin | 0 | 0 |
| pin swaps | 1 | 0 |
| gates resized | 2 | 3 |
power groups by stage:
stage     combinational [mW]  sequential, mW  clock (mW)
5_1_grt                0.434           0.731       0.154
4_1_cts                0.382           0.688       0.152
6_report               0.386           0.687       0.149
stage by stage:
step	hold slack [ps]	instance area, sq um
finish	679	2160
global placement	674	2100
detailed placement	691	2100
global route	716	2160
CTS	713	2140
floorplan	607	2000
final cells by class:
cell class	instances	area, sq um	area share
clock buffer	3	41.3	0.0192
inverter	4	15.0	0.00696
multi-input combinational	118	823	0.382
sequential	71	1100	0.509
tap	67	83.8	0.0389
timing repair buffer	10	95.1	0.0441
No activity file was given, so power comes from the tool's default toggle rates.
