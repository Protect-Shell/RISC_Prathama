### design/flow/design.v
`timescale 1ns/1ps
module ALU(in_a,in_b,fun,out_alu,out_carry);
input [3:0]in_a,in_b;
input [3:0]fun;
output [3:0]out_alu;
output out_carry;
wire [3:0]w_b;
wire w_cin;
wire [3:0] w_sum;
wire [3:0] w_logical;
assign w_cin = (fun[3] & fun[0])?1'b1:1'b0;
assign w_b   = (fun[3] & fun[0])?~in_b:in_b;
adder A0(in_a,w_b,w_cin,w_sum,out_carry);
LogicalUnit L0(in_a,w_b,fun[2:0],w_logical);
assign out_alu = fun[3]?w_sum:w_logical;
endmodule
module LogicalUnit(in_a,in_b,fun,out_logical);
input [3:0]in_a,in_b;
input [2:0]fun;
output reg [3:0]out_logical;
always @(*)
begin
case(fun)
3'd0: out_logical = in_a & in_b;
3'd1: out_logical = in_a | in_b;
3'd2: out_logical = ~(in_a & in_b);
3'd3: out_logical = ~(in_a | in_b);
3'd4: out_logical = in_a ^ in_b;
3'd5: out_logical = ~in_a;
default: out_logical = 3'd0;
endcase
end
endmodule
module adder(in_a,in_b,in_cin,out_sum,out_carry);
input [3:0]in_a,in_b;
input in_cin;
output [3:0]out_sum;
output out_carry;
assign {out_carry,out_sum} = in_a+in_b+in_cin;
endmodule
module ALUwithReg(clk,en,rst,in_a,in_b,fun,out_alu,out_carry);
input clk,en,rst;
input [3:0]in_a;
input [3:0]in_b;
input [3:0]fun;
output out_carry;
output reg [3:0] out_alu;
reg [3:0]temp_a,temp_b,temp_fun;
wire [3:0]w_alu_value;
reg [3:0]current_state,next_state;
ALU AL0(temp_a,temp_b,temp_fun,w_alu_value,out_carry);
always @(posedge clk)
begin
 case (current_state)
 0: begin
        if(en)
            next_state = 1;
        else
            next_state = current_state;
    end
1: begin
        temp_a = in_a;
        temp_b = in_b;
        temp_fun = fun;
        next_state = 2;
    end 
2: begin
    out_alu = w_alu_value;
    next_state = 0;
    end 
default: next_state = 0;
endcase
current_state = next_state;
end 
endmodule
### design/flow/run.sh
#!/bin/bash
# OpenROAD 26Q1-2900-gdf79404cd8, Yosys 0.63+post, stock flow scripts
make -C /OpenROAD-flow-scripts/flow DESIGN_CONFIG=/design/flow/config.mk WORK_HOME=/design/flow/orfs finish
### design/flow/config.mk
export PLATFORM = sky130hd
export DESIGN_NAME = ALUwithReg
export DESIGN_NICKNAME = ALUwithReg
export VERILOG_FILES = /design/flow/design.v
export SDC_FILE = /design/flow/constraint.sdc
export NUM_CORES = 4
export LEC_CHECK = 1
export CORE_AREA = 10 10 99 99
export DIE_AREA = 0 0 109 109
### design/flow/constraint.sdc
current_design ALUwithReg

set clk_period 2.3
set clk_io_pct 0.2

create_clock -name clk0 -period $clk_period [get_ports {clk}]

set non_clock_inputs [all_inputs -no_clocks]
set_input_delay [expr $clk_period * $clk_io_pct] -clock clk0 $non_clock_inputs
set_output_delay [expr $clk_period * $clk_io_pct] -clock clk0 [all_outputs]
==> changes_impl.md <==
## Implementation

* Result of the run: complete, no violations
* Final setup vio count at 0
* Yosys stat area at between 1000 and 1500 µm²
* Critical path start-end classification: reg -> out
* Remaining DRCs at 0
* Synthesized cell area at ~1100 µm²
* Design Power at 1980 µW
* Post-route minimum period at 2190 ps
* Chip Area at 11900 µm²
* Fill cell total of the finished layout at 818
* Worst VDD drop at 0.340 mV
* Height of the die at 109 µm
* Arrival time of data at the critical path endpoint at 1730 ps
* Vias in the first global route at a little under 800
* Maximum number of pins on one net before global-route repair at 13
* Number of warnings in the stage logs at 29
* Antenna violations before repair at 0
* I/O pins at 20
* Pint at between 1000 and 1500 µW
* Actual transition at the worst max-transition pin at 448 ps
* Cell count after synthesis at 98
* Core Rows at 32
* Hold Violations, Final at 0
* Placed cell count at about 230
* FF+latch count, synth at 18
* Tally of non-filler cells in the final layout at 238
* Average via count per standard cell at 3.41
* Reported net switching power at between 600 and 700 µW
* Primary FF master, synth: sky130_fd_sc_hd__edfxtp_1
* Slowest CP cell: sky130_fd_sc_hd__edfxtp_1
* Category of the worst setup path capture point: output pin
* Total number of vias at 811
* Largest fanout on the critical path at 3
* Area growth from synthesis to layout at 48.8%
* Final weighted congestion in routability-driven placement at 0.770
* Setup Total Neg Slack at 0 ps
* Number of enable flip-flop cells at 18
* Power per cell area at 1180 nW/µm²
* Logic pwr share at 0.565
* Hold buffers post-CTS at 0
* Gr ovfl total at 0
* Starting utilization of the core area at 0.146
* Sequential-to-total area share from yosys stat at 0.481
* Routed length on met1 at 1180 µm
* Port Buf Inserts at 18
* Tot GR Track Use at 0.0413
* Highest metal layer with signal wires: met3
* Worst EP required at 1840 ps
* Yosys Instances at around 98
* Asr flop ratio synth at 0
* Max Fclk at 457 MHz
* Post-synthesis cell type count at 33
* Cell at the root of the clock tree: sky130_fd_sc_hd__clkbuf_8
* Area of the core at ~7700 µm²
* Total Wirelength at 2360 µm
* Post-detailed-route wirelength per cell at between 9 and 10 µm
* Switching portion of total power at 0.348
* TritonCTS clock tree: done
* Number of DRC markers after the initial detailed-route iteration at 18
* Antenna fix cells at 0
* TritonCTS Buffers at 3
* Clock latency of the later-clocked register in the worst-skew pair at 250 ps
* Total of warnings raised by yosys at 2
* Iteration count of the initial detailed-routing pass at 4
* Maximum Capacitance Violations at 0
* Final worst path period share at 0.952
* Clock Skew at 2.54 ps
* Highest cell delay on the worst timing path at approximately 420 ps
* Sinks on the clock net at 18
* Routed wl met3 at 102 µm
* Post-DP HPWL at 1800 µm
* Number of buffer and inverter instances along the worst setup path at 3
* Top delay family on crit path: flip-flops
* Number of nets still failing antenna checks after routing at 0
* Count of final max-slew check failures at 0
* Type of the worst min-delay path: reg -> reg
* Clk network pwr share at 0.112
* Worst slew slack as a fraction of its limit at 0.702
* Clock buffer depth at 2
* Met2 Wirelength at 1080 µm
* Register share of total power at 0.323
* Wire length of the first global-routing pass at 3880 µm
* Clock-pin slew of the registers on the worst-case setup and hold paths at around 70 ps
* H-tree levels at 1
* Startpoint Class: register
* Critical path, cell by cell: nand2_2 > buf_6 > xnor2_4 > inv_2 > ha_4 > nor2b_2 > o21ai_2 > nand2b_1 > buf_2
* Width of the chip at 109 µm
* Share of final-layout standard cells stronger than drive strength 1 at 0.294
* Static leakage at 0.000638 µW
* Average cell area after synthesis at roughly 11 µm²
-- sequential cells by signal, indices dropped and copies added (netlist names) --
register,flops
temp_b,4
current_state,2
temp_a,4
out_alu,4
temp_fun,4
-- Yosys cell counts (2+ instances only) --
library cell / number / share of area
sky130_fd_sc_hd__and3b_1: 2 / 0.016
sky130_fd_sc_hd__ha_1: 8 / 0.089
sky130_fd_sc_hd__nand2_1: 4 / 0.013
sky130_fd_sc_hd__nor2b_1: 6 / 0.033
sky130_fd_sc_hd__buf_4: 2 / 0.013
sky130_fd_sc_hd__buf_2: 2 / 0.0089
sky130_fd_sc_hd__inv_1: 9 / 0.030
sky130_fd_sc_hd__edfxtp_1: 18 / 0.48
sky130_fd_sc_hd__xnor2_1: 8 / 0.062
sky130_fd_sc_hd__a211o_1: 2 / 0.016
sky130_fd_sc_hd__a22oi_1: 2 / 0.013
sky130_fd_sc_hd__o21ai_0: 6 / 0.027
sky130_fd_sc_hd__a21oi_1: 4 / 0.018
sky130_fd_sc_hd__or3_1: 2 / 0.011
sky130_fd_sc_hd__nor2_1: 5 / 0.017
-- final timing paths --
| check | start | to | slack, ps | depth (start not counted) |
|---|---|---|---|---|
| worst max-delay path | temp_fun[0] | out_carry | 110 | 9 |
| worst min-delay path | current_state[1] | current_state[0] | 620 | 1 |
| worst max register to register | temp_fun[0] | out_alu[3] | 130 | 10 |
| worst min register to register | current_state[1] | current_state[0] | 620 | 1 |
-- layer usage --
layer / vias to the layer above / track usage
met1: 364 / 0.0552
met5: - / 0
met2: 17 / 0.0686
li1: 430 / -
met3: 0 / 0.0119
met4: 0 / 0.00188
-- repair_timing --
item,in CTS,in global routing
setup buffers,3,1
cloned,0,0
setup endpoints to repair,1,2
gates resized,13,6
pin swaps,4,6
-- per-stage QoR --
| step | setup WS, ps | hold WS (ps) | utilization | instance area, µm² |
|---|---|---|---|---|
| final | 110 | 624 | 0.217 | 1670 |
| after floorplan | 75.3 | 559 | - | 1120 |
| after CTS | 42.7 | 629 | 0.211 | 1630 |
| after global routing | -2.06 | 652 | 0.217 | 1670 |
| after global placement | -108 | 601 | 0.197 | 1520 |
| after detailed placement | -126 | 619 | 0.197 | 1520 |
-- layout by cell type (no fill, tap or decap), types with 2 or more instances in the layout --
| cell | synthesis | routed |
|---|---|---|
| sky130_fd_sc_hd__buf_4 | 2 | 20 |
| sky130_fd_sc_hd__clkbuf_8 | 0 | 3 |
| sky130_fd_sc_hd__ha_4 | 0 | 2 |
| sky130_fd_sc_hd__a21oi_1 | 4 | 3 |
| sky130_fd_sc_hd__edfxtp_1 | 18 | 18 |
| sky130_fd_sc_hd__o21ai_0 | 6 | 5 |
| sky130_fd_sc_hd__a22oi_1 | 2 | 2 |
| sky130_fd_sc_hd__nor2_1 | 5 | 5 |
| sky130_fd_sc_hd__and3b_1 | 2 | 2 |
| sky130_fd_sc_hd__or3_1 | 2 | 2 |
| sky130_fd_sc_hd__a211o_1 | 2 | 2 |
| sky130_fd_sc_hd__inv_1 | 9 | 7 |
| sky130_fd_sc_hd__xnor2_1 | 8 | 5 |
| sky130_fd_sc_hd__inv_2 | 0 | 2 |
| sky130_fd_sc_hd__xnor2_2 | 0 | 2 |
| sky130_fd_sc_hd__ha_1 | 8 | 5 |
| sky130_fd_sc_hd__clkdlybuf4s50_1 | 0 | 17 |
| sky130_fd_sc_hd__nor2b_1 | 6 | 5 |
| sky130_fd_sc_hd__nand2_1 | 4 | 3 |
-- layout make-up --
type | count | area (µm²) | share of cell area
Clock buffer | 3 | 41.3 | 0.0247
Clock inverter | 1 | 3.75 | 0.00224
Inverter | 9 | 33.8 | 0.0202
Multi-Input combinational cell | 66 | 591 | 0.353
Sequential cell | 18 | 541 | 0.323
Tap cell | 102 | 128 | 0.0762
Timing Repair Buffer | 39 | 337 | 0.201
-- logic make-up after synthesis --
| logic type | share of synthesized area |
|---|---|
| AND-OR/OR-AND | 0.137 |
| XOR/XNOR | 0.0701 |
| adder cells (fa/ha/maj) | 0.107 |
| buffers and inverters | 0.0623 |
| flip-flops | 0.481 |
| multiplexers | 0.00890 |
| AND/OR/NAND/NOR | 0.135 |
-- power groups by stage --
stage | logic [µW] | registers [µW] | clock network, µW
4_1_cts | 1070 | 638 | 235
6_report | 1120 | 640 | 221
5_1_grt | 1280 | 659 | 243
Power figures rest on the tool's default switching activity, not on a simulated workload.
